==> ./design.v <==
module slave_fsm(input  clk,rst,req,input [7:0] data_in,output ack,output reg [7:0] last_byte);
parameter waitReq = 2'd0,ackAssert = 2'd1,ackHold = 2'd2,waitDrop = 2'd3;
reg [1:0] ps, ns;
reg [1:0] holdCount;
always @(*) begin
case (ps)
waitReq:ns = req ? ackAssert : waitReq;
ackAssert:ns = ackHold;
ackHold:ns = (holdCount == 2'd1 ? waitDrop : ackHold);
waitDrop:ns = req ? waitDrop : waitReq;
default:ns = waitReq;
endcase
end
always @(posedge clk) begin
if (rst) begin
ps     <= waitReq;
holdCount  <= 2'd0;
last_byte <= 8'd0;
end 
else begin
ps <= ns;
if (ps == ackAssert) begin
last_byte <= data_in;  
holdCount  <= 2'd0;
end 
else if (ps == ackHold) begin
holdCount <= holdCount + 2'd1;
end 
else if (ps == waitReq) begin
holdCount <= 2'd0;
end
end
end
assign ack = (ps == ackAssert) || (ps == ackHold) || (ps == waitDrop);
endmodule
==> ./run.sh <==
#!/bin/bash
# OpenROAD 26Q1-2900-gdf79404cd8, Yosys 0.63+post, stock flow scripts
make -C /OpenROAD-flow-scripts/flow DESIGN_CONFIG=/design/flow/config.mk WORK_HOME=/design/flow/orfs finish
==> ./config.mk <==
export PLATFORM = sky130hd
export DESIGN_NAME = slave_fsm
export DESIGN_NICKNAME = slave_fsm
export VERILOG_FILES = /design/flow/design.v
export SDC_FILE = /design/flow/constraint.sdc
export NUM_CORES = 4
export LEC_CHECK = 1
export CORE_AREA = 10 10 70 70
export DIE_AREA = 0 0 80 80
==> ./constraint.sdc <==
current_design slave_fsm

set clk_period 1.5
set clk_io_pct 0.2

create_clock -name clk0 -period $clk_period [get_ports {clk}]

set non_clock_inputs [all_inputs -no_clocks]
set_input_delay [expr $clk_period * $clk_io_pct] -clock clk0 $non_clock_inputs
set_output_delay [expr $clk_period * $clk_io_pct] -clock clk0 [all_outputs]
==> node_exporter_impl.prom <==
# HELP chip_impl_metric Physical implementation figures
# TYPE chip_impl_metric gauge
chip_impl_metric{name="hold_viol_final",unit=""} 0
chip_impl_metric{name="total_switching_power",unit="W"} 0.0001654
chip_impl_metric{name="power.switching_fraction",unit=""} 0.2151
chip_impl_metric{name="syn_avg_cell_area",unit="µm²"} 10.72
chip_impl_metric{name="groute.layer.met2.usage",unit=""} 0.06340
chip_impl_info{name="crit_start",value="last_byte[7]"} 1
chip_impl_metric{name="grt_pass1_vias",unit=""} 452
chip_impl_metric{name="finalCritPeriodShare",unit=""} 0.9278
chip_impl_metric{name="cts_buffers",unit=""} 3
chip_impl_metric{name="grtUsageMet1",unit=""} 0.05177
chip_impl_metric{name="synth.ff_latch_count",unit=""} 14
chip_impl_info{name="final_cell_mix",value="sky130_fd_sc_hd__clkdlybuf4s50_1, sky130_fd_sc_hd__dfxtp_1, sky130_fd_sc_hd__nor2_1, sky130_fd_sc_hd__mux2i_1, sky130_fd_sc_hd__buf_4"} 1
chip_impl_metric{name="tool_warnings",unit=""} 25
chip_impl_info{name="hold_path_class",value="flip-flop to flip-flop"} 1
chip_impl_metric{name="setup_tns",unit="ps"} 0
chip_impl_metric{name="peak_supply_drop",unit="V"} 0.0002954
chip_impl_metric{name="grt_first_pass_wirelength",unit="µm"} 2187
chip_impl_metric{name="die_height",unit="µm"} 80
chip_impl_metric{name="die_area",unit="mm²"} 0.006400
chip_impl_metric{name="die.size.x",unit="µm"} 80
chip_impl_metric{name="maximum_clock_frequency",unit="MHz"} 718.5
chip_impl_metric{name="drt_first_iter_violations",unit=""} 10
chip_impl_info{name="hold_path_startpoint",value="last_byte[6]"} 1
chip_impl_metric{name="routed-via-count",unit=""} 419
chip_impl_metric{name="timing.max_slew.rel_slack",unit=""} 0.7965
chip_impl_info{name="path_cells",value="clkdlybuf4s50_1"} 1
chip_impl_metric{name="num_io_pins",unit=""} 20
chip_impl_metric{name="synth-area-yosys",unit="µm²"} 525.5
chip_impl_metric{name="detail_route.antenna_diodes",unit=""} 0
chip_impl_metric{name="finalNonFillerCells",unit=""} 120
chip_impl_metric{name="crit_required",unit="ps"} 1200
chip_impl_metric{name="buffer_ports.inserted",unit=""} 19
chip_impl_metric{name="gp_routability_congestion",unit=""} 0.6401
chip_impl_metric{name="setup_viols_final",unit=""} 0
chip_impl_metric{name="synth_cell_type_count",unit=""} 16
chip_impl_metric{name="mux_frac_synth",unit=""} 0.1524
chip_impl_metric{name="remaining_drc_errors",unit=""} 0
chip_impl_metric{name="skew",unit="ps"} 0.2997
chip_impl_metric{name="std_cell_rows",unit=""} 21
chip_impl_metric{name="synth-seq-area-share",unit=""} 0.5333
chip_impl_metric{name="crit_path_max_fanout",unit=""} 2
chip_impl_info{name="critical_path_class",value="flip-flop to primary output"} 1
chip_impl_info{name="rsz0062_at_grt",value="false"} 1
chip_impl_metric{name="combinationalPowerShare",unit=""} 0.131
chip_impl_info{name="worst_setup_path_end_kind",value="primary output"} 1
chip_impl_metric{name="placeableCoreArea",unit="mm²"} 0.003416
chip_impl_metric{name="cellInternalPower",unit="W"} 0.0006037
chip_impl_info{name="layout.cells.most_common",value="sky130_fd_sc_hd__clkdlybuf4s50_1"} 1
chip_impl_metric{name="floorplan.core_util",unit=""} 0.1538
chip_impl_metric{name="design_power_total",unit="W"} 0.0007692
chip_impl_metric{name="global_route_usage_over_all_layers",unit=""} 0.04204
chip_impl_metric{name="synthesis.area",unit="µm²"} 525.5
chip_impl_metric{name="cts.sinks",unit=""} 14
chip_impl_metric{name="final_layout_size_suffix_gt1_frac",unit=""} 0.1622
chip_impl_metric{name="share_seq_of_total_power",unit=""} 0.516
chip_impl_metric{name="global_route.usage.met3",unit=""} 0.02273
chip_impl_info{name="timing.rr.start",value="ps[1]"} 1
chip_impl_info{name="cts_tree",value="yes"} 1
chip_impl_metric{name="post_synth_xor_area_fraction",unit=""} 0
chip_impl_metric{name="crit_arrival",unit="ps"} 1090
chip_impl_metric{name="dp.cells",unit=""} 116
chip_impl_info{name="status",value="finished, final reports clean"} 1
chip_impl_info{name="cpMaxStageDelayCell",value="sky130_fd_sc_hd__clkdlybuf4s50_1"} 1
chip_impl_metric{name="synthesis.instances",unit=""} 49
chip_impl_metric{name="drtAntennaViolNets",unit=""} 0
chip_impl_metric{name="power.static_leakage",unit="nW"} 0.3041
chip_impl_metric{name="cts_buffer_depth",unit=""} 2
chip_impl_metric{name="ys_sh_aoi",unit=""} 0.07619
chip_impl_info{name="cts_root_buf",value="sky130_fd_sc_hd__clkbuf_4"} 1
chip_impl_metric{name="route.detailed.wl_per_inst",unit="µm"} 10.75
chip_impl_metric{name="htree_num_levels",unit=""} 1
chip_impl_metric{name="finalHoldWorstSlack",unit="ps"} 505.5
chip_impl_metric{name="cts.clk_slew.worst_paths",unit="ps"} 90
chip_impl_metric{name="area_fraction_in_and_or_nand_and_nor_cells",unit=""} 0.1786
chip_impl_info{name="busiest_layer",value="met2"} 1
chip_impl_metric{name="post-route-min-period",unit="ps"} 1392
chip_impl_metric{name="crit_buf_inv",unit=""} 1
chip_impl_metric{name="cap_viol_max_count",unit=""} 0
chip_impl_metric{name="antenna_found_initial",unit=""} 0
chip_impl_metric{name="layout-area-overhead-vs-synth",unit="%"} 57.62
chip_impl_metric{name="cts_setup_buffers",unit=""} 0
chip_impl_metric{name="synth-warning-count",unit=""} 1
chip_impl_metric{name="timing.final.max_slew_violations",unit=""} 0
chip_impl_metric{name="global_route.overflow_total",unit=""} 0
chip_impl_info{name="worstSetupStartpointType",value="flip-flop"} 1
chip_impl_metric{name="drt_pass1_iterations",unit=""} 2
chip_impl_metric{name="cp_slowest_stage_delay",unit="ps"} 470
chip_impl_metric{name="grt_start_max_net_pins",unit=""} 12
chip_impl_metric{name="route.detailed.vias_per_inst",unit=""} 3.492
chip_impl_metric{name="clock.latency.late_pin",unit="ps"} 280
chip_impl_info{name="cp_top_family",value="buffers and inverters"} 1
chip_impl_metric{name="fin_area",unit="µm²"} 828.3
chip_impl_metric{name="clock_power_share",unit=""} 0.353
chip_impl_metric{name="synth_stat.cells",unit=""} 49
chip_impl_metric{name="placed_instance_area",unit="µm²"} 792.0
chip_impl_metric{name="yosys.area_share.adder",unit=""} 0.02381
chip_impl_metric{name="cellPowerDensity",unit="mW/mm²"} 928.6
chip_impl_metric{name="detailedPlacementHpwl",unit="µm"} 989.1
chip_impl_metric{name="filler_cell_count",unit=""} 376
chip_impl_metric{name="detail_route.wirelength",unit="µm"} 1290
chip_impl_info{name="synthTopLogicFamily",value="simple AND/OR/NAND/NOR gates"} 1
chip_impl_metric{name="slew_at_the_pin_with_the_worst_max_slew_slack",unit="ps"} 304.3
[kinds of logic after synthesis]
kind of cell / count (synthesis)
compound gates: 5
fa+ha+maj: 1
buf+inv: 4
flops: 14
mux: 8
simple gates: 17
[registers in the layout, summed over array words and instances (netlist names)]
signal,flops
holdCount,2
last_byte,8
ps,4
[Yosys cell counts]
| cell type | n | share of area |
|---|---|---|
| sky130_fd_sc_hd__mux2i_1 | 8 | 0.15 |
| sky130_fd_sc_hd__a211oi_1 | 1 | 0.014 |
| sky130_fd_sc_hd__and3b_1 | 1 | 0.017 |
| sky130_fd_sc_hd__clkbuf_1 | 1 | 0.0071 |
| sky130_fd_sc_hd__a22oi_1 | 1 | 0.014 |
| sky130_fd_sc_hd__inv_1 | 2 | 0.014 |
| sky130_fd_sc_hd__nor2_1 | 10 | 0.071 |
| sky130_fd_sc_hd__or3b_1 | 2 | 0.033 |
| sky130_fd_sc_hd__o21bai_1 | 1 | 0.014 |
| sky130_fd_sc_hd__dfxtp_1 | 14 | 0.53 |
| sky130_fd_sc_hd__a211oi_2 | 1 | 0.024 |
| sky130_fd_sc_hd__buf_4 | 1 | 0.014 |
| sky130_fd_sc_hd__or3_2 | 1 | 0.014 |
| sky130_fd_sc_hd__ha_1 | 1 | 0.024 |
| sky130_fd_sc_hd__a21oi_1 | 1 | 0.0095 |
| sky130_fd_sc_hd__or2b_1 | 3 | 0.043 |
[final timing paths]
path	end	slack, ps	cells past startpoint
min	last_byte[6]	510	2
min reg2reg	last_byte[6]	510	2
max reg2reg	holdCount[1]	380	3
max	last_byte[7]	110	1
[per-stage QoR]
stage,utilization,setup slack [ps]
CTS,0.2414,1.798
global placement,0.2319,36.30
detailed placement,0.2319,34.64
finish,0.2425,108.3
global route,0.2425,26.10
floorplan,-,464.0
[timing repair]
item                       in CTS  in global routing
pin swaps                       0                  0
hold buffers                    0                  0
resized                         4                  1
setup endpoints to repair       1                  1
[area by class of cell]
cell class	count	area [µm²]	share of cell area
sequential	14	281.5	0.3399
multi-input combinational	31	230.2	0.2779
timing repair buffer	23	215.2	0.2598
tap	46	57.56	0.06949
clock buffer	4	36.28	0.04381
inverter	2	7.507	0.009063
[metal layers]
metal | part of all wire | wire [µm]
met5 | 0 | 0
met2 | 0.44 | 564
met3 | 0.073 | 94
met1 | 0.48 | 620
met4 | 0.0078 | 10
[power groups by stage]
stage	Sequential, W	Combinational (W)	Clock, W
CTS	0.000397	0.000101	0.000288
global route	0.000400	0.000111	0.000307
finish	0.000397	0.000101	0.000271
[worst min-delay path, cell delays in order, from the launching register on]
cell and delay, ps:
sky130_fd_sc_hd__dfxtp_1 340, sky130_fd_sc_hd__mux2i_1 70, sky130_fd_sc_hd__nor2_1 70
