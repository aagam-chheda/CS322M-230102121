### design/flow/run.sh
#!/bin/bash
# OpenROAD 26Q1-2900-gdf79404cd8, Yosys 0.63+post, stock flow scripts
make -C /OpenROAD-flow-scripts/flow DESIGN_CONFIG=/design/flow/config.mk WORK_HOME=/design/flow/orfs finish
### design/flow/config.mk
export PLATFORM = sky130hd
export DESIGN_NAME = traffic_light
export DESIGN_NICKNAME = traffic_light
export VERILOG_FILES = /design/flow/design.v
export SDC_FILE = /design/flow/constraint.sdc
export NUM_CORES = 4
export LEC_CHECK = 1
export CORE_AREA = 10 10 70 70
export DIE_AREA = 0 0 80 80
### design/flow/constraint.sdc
current_design traffic_light

set clk_period 1.8
set clk_io_pct 0.2

create_clock -name clk0 -period $clk_period [get_ports {clk}]

set non_clock_inputs [all_inputs -no_clocks]
set_input_delay [expr $clk_period * $clk_io_pct] -clock clk0 $non_clock_inputs
set_output_delay [expr $clk_period * $clk_io_pct] -clock clk0 [all_outputs]
### design/flow/design.v
`timescale 1ms / 1us
module traffic_light(input clk,rst,tick,output ns_g, ns_y, ns_r, ew_g, ew_y, ew_r);
parameter ns_g_=2'd0, ns_y_=2'd1, ew_g_=2'd2, ew_y_=2'd3;
reg [1:0] ps,ns;
reg [2:0] count_tick;
always@(*) begin
case(ps)
ns_g_: ns = ns_y_;
ns_y_: ns = ew_g_;
ew_g_: ns = ew_y_;
ew_y_: ns = ns_g_;
endcase
end
always @(posedge clk) begin
if (rst) begin
ps <= ns_g_;
count_tick <= 0;
end 
else if (tick) begin  
if ((ps == ns_g_  && count_tick == 3'd4) || (ps == ns_y_ && count_tick == 3'd1) ||(ps == ew_g_  && count_tick == 3'd4) ||(ps == ew_y_ && count_tick == 3'd1))
begin
ps <= ns;
count_tick <= 0;
end else begin
count_tick <= count_tick + 1;
end
end
end
assign ns_g = ps == ns_g_;
assign ns_y = ps == ns_y_;
assign ns_r = ps == ew_g_;
assign ew_g = ps == ew_g_;
assign ew_y = ps == ew_y_;
assign ew_r = ps == ns_g_;
endmodule
==> run summary <==
Flow results.

- The run finished with clean final reports.
- The synth_stat.txt file lists the number of cells as 54.
- Combinational logic burns 14.7% of the power.
- Switching power as a fraction of the total was reported as 25.5%.
- The fraction of post-synthesis cell area in the top cell type by area is 32.3%.
- After layout, the worst path uses 90.2% of the clock period.
- CTS built an H-tree with a depth of 1.
- The OpenROAD report gives the critical path a required time of 1.44 ns.
- The final cell utilization of the core is 17.4%.
- According to the timing report, the arrival time at the worst endpoint equals 1.26 ns.
- The internal power is 0.000269 W.
- Per the timing report, the achievable frequency comes out to 616 MHz.
- Counting every instance in the synthesized netlist gives 54.
- The stage logs contain a warning count of 27.
- Entering global routing, the biggest net connects 9 pins.
- The count of instances resized after the clock tree is built is 0.
- The slew at the pin with the worst max-slew slack is 0.289 ns.
- The initial cell density of the core is 12.7%.
- The tally of buffers added on design ports is 8.
- The delay of the slowest cell on the worst path is 0.53 ns.
- The analysis attributes to net switching a power of 0.0000917 W.
- The total negative setup slack is 0 ns.
- The synthesized design spends more area on one cell type than any other, namely sky130_fd_sc_hd__dfxtp_1.
- The number of max-cap violations is 0.
- The initial antenna violation count is 0.
- According to the dpl log, the detail-placed design has an HPWL of 790 um.
- The startpoint-to-endpoint class of the critical path is reg2out.
- The peak supply drop is 0.249 mV.
- OpenSTA lists the critical path endpoint as ew_g.
- The logic depth of the worst path, buffers included is 1.
- The script extracted a total leakage power of 0.200 nW.
- The standard-cell row count is 21.
- The violation count after the first detailed-route iteration is 32.
- The root buffer cell is sky130_fd_sc_hd__clkbuf_4.
- The post-detailed-route count of antenna-violating nets is 0.
- The number of ports placed on the die boundary is 9.
- Global routing consumed, over all layers together, 3.27% of the routing resources.
- The smallest clock period supported by the final layout is computed as 1.62 ns.
- The synthesis report lists the most area-consuming cells as sky130_fd_sc_hd__dfxtp_1, sky130_fd_sc_hd__ha_1, sky130_fd_sc_hd__a21oi_1.
- The number of buffers created by CTS is 3.
- The family with the most delay on the worst path is buffers and inverters.
- The cell count of the worst reg-to-reg path is 6.
- The final antenna diode count is 0.
- The die extent in x is 80 um.
- The post-synthesis area per instance is 8.04 um^2.
- Per the OpenROAD floorplan log, the height of the die is 80 um.
- After synthesis the cells add up to 434 um^2.
- The number of clock sinks is 7.
- Endpoints with negative setup slack in the final report add up to 0.
- The number of setup buffers added after CTS is 0.
- In the CTS report, the clock slew at the register clock pins of the worst setup and hold paths is listed as 0.05 ns.
- For this run the aggregate overflow at the end of global routing stands at 0.
- The CTS tree is done.
- Among all stages on the critical path, the largest delay is contributed by sky130_fd_sc_hd__clkdlybuf4s50_1.
- OpenSTA lists the critical path startpoint as ps[1].
- The worst reg-to-reg setup slack is 0.46 ns.
- The kind of end point of the critical path is an output pin.
- For this run, the number of Yosys warnings is 1.
- Per the timing report, the most critical flop-to-flop path originates at count_tick[0].
- For the final database, setup skew stands at 0.00384 ns.
- The via count of the routed design is 411.
- The worst hold path class is reg2reg.
- The number of global-route vias before repair is 390.
- Of the synthesized area, sequential elements account for 32.3%.
- Setup repair after global routing left no endpoint under its margin.
- The flip-flop and latch count after synthesis is 7.
- The first detailed-routing pass took 4 iterations.
- The hold-fix buffer count after cts is 0.
- According to the floorplan report, the total die area is 0.00640 mm^2.
- Along the critical path, the tally of buffer and inverter instances is 1.
- The max-slew violation count is 0.
- The area of the core region is 0.00342 mm^2.
- The cell sequence reported for the critical path is clkdlybuf4s50_1.
- The layout summary lists the proportion of cells stronger than drive strength 1 as 12.3%.
- The top cell types in the final layout, fill and taps aside, are sky130_fd_sc_hd__clkdlybuf4s50_1, sky130_fd_sc_hd__nand2_1, sky130_fd_sc_hd__dfxtp_1, sky130_fd_sc_hd__a21oi_1.
- The remaining max-slew budget at the tightest pin is 80.7%.
- The post-detailed-route DRC marker count is 0.
- The startpoint type of the worst setup path is a flip-flop.
- Per the detail_route report, vias per standard cell equal 3.70.
- The global-route wire length before repair is 1.70 mm.
- The maximum fanout encountered on the critical timing path is 8.
- The number of filler instances in the final layout is 388.
- After its last routability iteration, the placer logged a weighted congestion of 0.793.
- Power spread over the standard cell area amounts to 608 mW/mm^2.
- The sequential group share of total power is 45.7%.
- The power report attributes to the clock group a share of 39.6%.
- Counting endpoints that fail hold in the final report gives 0.
- Per the cell usage report, the commonest logic cell in the layout is sky130_fd_sc_hd__clkdlybuf4s50_1.
- The endpoint identified for the worst register-to-register timing path is ps[0].
- The clock network latency to the later pin of the worst-skew pair is 0.25 ns.
- The count of unique library cells instantiated by Yosys is 20.
- For this block, the routed nets add up to 998 um of wire.
- The final worst hold slack is 0.487 ns.
- The yosys synthesis chip area is 434 um^2.
- The maximum clock path buffer count is 2.
- For this sky-water flow run, the detailed-routed wirelength per cell is reported as 8.99 um.
- Per the run report, area growth between synthesis and finish was 36.6%.
area by class of cell:
type,count,area [um^2],share of cell area (%)
inverter,3,11.3,1.90
tap,46,57.6,9.70
multi-input combinational,41,263,44.3
clock buffer,4,26.3,4.43
timing repair buffer,10,95.1,16.0
sequential,7,140,23.6
tightest hold or removal path, stage by stage, from the launching register on:
cell and delay (ns):
sky130_fd_sc_hd__dfxtp_1 0.32, sky130_fd_sc_hd__nand2_1 0.06, sky130_fd_sc_hd__a21oi_1 0.05
worst min path at each step:
stage,start,endpoint,slack [ns],cells after the start
finish,count_tick[1],count_tick[1],0.49,2
global route,count_tick[1],count_tick[1],0.52,2
CTS,count_tick[1],count_tick[1],0.49,2
flip-flops by register name, indices dropped and copies added (netlist names):
| name | flops |
|---|---|
| ps | 4 |
| count_tick | 3 |
power by group through the flow:
stage         Combinational [W]  Sequential, W  Clock, W
CTS                   0.0000526       0.000165  0.000153
global route          0.0000606       0.000166  0.000161
finish                0.0000528       0.000165  0.000143
per-layer routing:
| metal | up-vias | part of all wire [%] | GRT usage (%) | wire length, um |
|---|---|---|---|---|
| li1 | 214 | - | - | - |
| met1 | 186 | 46 | 4.01 | 459 |
| met2 | 11 | 43 | 4.90 | 428 |
| met3 | 0 | 11 | 2.16 | 110 |
| met4 | 0 | 0 | 0.176 | 0 |
| met5 | - | 0 | 0 | 0 |
cell families after synthesis:
logic type	synth area share, %
flip-flops	32.3
multiplexers	2.31
AND-OR/OR-AND	28.8
AND/OR/NAND/NOR	20.8
adder cells (fa/ha/maj)	8.65
buffers and inverters	7.20
cells in the mapped netlist, drive strengths merged:
cell type	number
dfxtp	7
o21a	2
a21oi	6
mux2i	1
a31oi	4
o211ai	1
inv	3
a21o	2
nand4	2
o21ai	4
ha	3
nor2	3
nand3	4
nand2	7
buf	3
nand2b	1
nor2b	1
stage by stage:
stage                     std cells  worst slack, ns  power [W]  cell area, um^2
final                           111            0.176   0.000360              593
after global routing            111            0.122   0.000387              593
after CTS                       111            0.163   0.000370              593
after detailed placement        107            0.319   0.000220              567
after global placement          107            0.341   0.000219              567
after floorplan                  54            0.595   0.000201              434
Power and IR drop assume default switching activity.
