**flow/run.sh**
```bash
#!/bin/bash
# OpenROAD 26Q1-2900-gdf79404cd8, Yosys 0.63+post, stock flow scripts
make -C /OpenROAD-flow-scripts/flow DESIGN_CONFIG=/design/flow/config.mk WORK_HOME=/design/flow/orfs finish
```
**flow/config.mk**
```make
export PLATFORM = sky130hd
export DESIGN_NAME = master_fsm
export DESIGN_NICKNAME = master_fsm
export VERILOG_FILES = /design/flow/design.v
export SDC_FILE = /design/flow/constraint.sdc
export NUM_CORES = 4
export LEC_CHECK = 1
export CORE_AREA = 10 10 71 71
export DIE_AREA = 0 0 81 81
```
**flow/constraint.sdc**
```tcl
current_design master_fsm

set clk_period 2.6
set clk_io_pct 0.2

create_clock -name clk0 -period $clk_period [get_ports {clk}]

set non_clock_inputs [all_inputs -no_clocks]
set_input_delay [expr $clk_period * $clk_io_pct] -clock clk0 $non_clock_inputs
set_output_delay [expr $clk_period * $clk_io_pct] -clock clk0 [all_outputs]
```
**flow/design.v**
```verilog
module master_fsm(input clk,rst,ack, output req,done,output [7:0] data);
reg [2:0] ps, ns;
reg [2:0] bytesSent;  
reg [7:0] dataReg;
parameter idle = 3'd0,assertReq = 3'd1,waitAckHigh= 3'd2,dropReq = 3'd3, waitAckLow = 3'd4,nextByte = 3'd5,doneST = 3'd6; 
always @(*) begin
case (ps)
idle:ns = assertReq;
assertReq:ns = waitAckHigh;
waitAckHigh:ns = (ack ? dropReq  : waitAckHigh);
dropReq:ns = waitAckLow;
waitAckLow:ns = (!ack ? nextByte : waitAckLow);
nextByte:ns = (bytesSent == 3'd4 ? doneST : assertReq);
doneST:ns = doneST;
default:ns = idle;
endcase
end
always @(posedge clk) begin
if (rst) begin
ps      <= idle;
bytesSent <= 3'd0;
dataReg   <= 8'hA0; 
end else begin
ps <= ns;
if (ps == waitAckLow && ack == 1'b0) begin
bytesSent <= bytesSent + 3'd1;
dataReg   <= dataReg + 8'h01; 
end
end
end
assign req  = (ps == assertReq) || (ps == waitAckHigh);
assign done = (ps == doneST);
assign data = dataReg;
endmodule
```
==> flow_summary.ini <==
; yosys + openroad results
[run_status]
status = finished clean

[final_timing]
maxSlewViolCount = 0
tns_ps = 0
hold_violations = 0
rsz0062_at_grt = no
setup_viol = 0
max_slew_margin = 0.663
fin_worst_skew_ps = 1.40
maxClockFrequency_ghz = 0.559
worstMarginPinSlew_ps = 505
period_needed_ps = 1790
holdWs_ps = 440
finalCritPeriodShare = 0.688

[logic_synthesis]
seq_area_frac_synth = 0.497
topCellsByArea = dfxtp_1, ha_1, nor2_1, a21oi_1, xnor2_1
top_cell_area_share = 0.497
syn-cell-area_um2 = 726
synth_flops = 18
postSynthCellCount = 75
ys.flop_type = dfxtp_1
avgSynthCellArea_um2 = 9.68
async_flop_share = 0
edf_count = 0
yosys_warnings = 1
yosys_area_um2 = 726
yosysTopAreaCell = dfxtp_1
synth.distinct_cells = 26
yosys_cells = 75

[critical_path]
crit_arrival_ps = 1270
critical_path.cell_chain = or2_2, clkdlybuf4s50_1
slowest_delay_ps = 410
start_kind = flip-flop
rr_endpoint = dataReg[7]
path_max_fanout = 3
cpLargestDelayFamily = buffers and inverters
cp_data_required_time_ps = 2080
regToRegSetupSlack_ps = 1260
worstSetupPathType = flip-flop to primary output
critPathCaptureType = primary output
cp.buffers_inverters = 1
reg2reg_depth = 3
crit_path_top_delay_cell = clkdlybuf4s50_1
reg2reg_from = dataReg[3]

[die]
die_w_um = 81
ioPinCount = 13
rows = 22
coreArea_um2 = 3630
fp_util = 0.200
die_h_um = 81
dieArea_um2 = 6560

[clocking]
clk_pin_slew_ps = 70
clockBufferDepth = 2
post_cts_buffers = 0
htreeDepth = 1
ctsResizeCount = 0
clkSinkCount = 18
cts_tree = built
cts_hold_buf = 0
insertion_delay_ps = 250
cts-root-buf = clkbuf_8
cts-buffers-inserted = 3

[routing]
drc = 0
final_antenna_net_count = 0
vias = 538
drtIter0Drc = 29
drt-pass1-iter-count = 4
totalWireLength_um = 1370
vias_per_cell = 3.93
n_antenna_cell = 0
wl_per_cell_um = 10.0

[final_layout]
layout_top_cell = dfxtp_1
final-instance-count-excl-fill = 137
fill_cells = 391
final_cell_mix = dfxtp_1, clkdlybuf4s50_1, nor2_1
area_delta_synth_final_pct = 31.7
drive_above_1_share = 0.101

[placement]
gp_congestion = 0.780
portBuffers = 12
dp_hpwl_um = 975
numPlacedInstances = 133

[flow_run]
openroad.warnings = 26
cap_violations = 0

[grt]
gr-total-overflow = 0
grt_max_degree = 19
grt_pass1_vias = 558
grt_usage = 0.0473
grt_pass1_wl_um = 2510
antenna_found_initial = 0

[worst_hold_path]
hp-start = ps[0]
whs_endpoint = ps[4]
hold_path_depth = 2
hold_path_class = flip-flop to flip-flop

[pwr]
peakVddDrop_uv = 316
power_density_nw_per_um2 = 550
p_leak_nw = 0.363
## where the power goes
group	total (W)	leakage [nW]	internal, W	switching [W]
clock network	0.000225	0.0288	0.000134	0.0000908
registers	0.000282	0.146	0.000279	0.00000212
logic	0.0000190	0.188	0.0000108	0.00000821
total	0.000526	0.363	0.000425	0.000101
## through the flow
stage / worst slack, ps / cell area, um^2 / power, W / util
3_3_place_gp: 723 / 901 / 0.000307 / 0.248
3_5_place_dp: 698 / 901 / 0.000307 / 0.248
4_1_cts: 780 / 956 / 0.000536 / 0.263
6_report: 812 / 956 / 0.000526 / 0.263
2_1_floorplan: 1270 / 726 / 0.000297 / -
5_1_grt: 762 / 956 / 0.000553 / 0.263
## cells by family (layout without fill, tap and decap cells)
family,count (synthesis),in the layout,synth area share
AND-OR/OR-AND,12,12,0.0948
AND/OR/NAND/NOR,28,28,0.238
adder cells (fa/ha/maj),3,3,0.0517
flip-flops,18,18,0.497
multiplexers,2,2,0.0276
XOR/XNOR,4,4,0.0483
buffers and inverters,8,22,0.0431
## tightest hold or removal path, stage by stage, from the launching register on
cell	delay, ps
dfxtp_1	310
a21oi_1	40
nor2_1	60
## synth_stat cells (all sizes together) (2+ instances only)
| cell type | count |
|---|---|
| mux2i | 2 |
| nor2b | 2 |
| nand2 | 2 |
| xnor2 | 3 |
| ha | 3 |
| or3 | 3 |
| nor2 | 10 |
| a21oi | 6 |
| or3b | 2 |
| clkbuf | 2 |
| inv | 5 |
| nand3b | 2 |
| dfxtp | 18 |
| o21ai | 4 |
## flip-flops by register name (all words and copies together) (netlist names)
| register | count |
|---|---|
| dataReg | 8 |
| ps | 7 |
| bytesSent | 3 |
## how the worst max path moves through the flow
stage / cells after the start / from / endpoint
after CTS: 2 / ps[2] / req
after global routing: 2 / ps[2] / req
final: 2 / ps[2] / req
## final cells by class
cell class	count	area, um^2	area share
repair buffers	13	128	0.134
well taps	48	60.1	0.0628
clock buffers	4	55.1	0.0576
multi-input cells	49	334	0.349
flip-flops and latches	18	360	0.377
inverters	5	18.8	0.0196
## metal layers
layer,routed length (um),share of wire,track usage,vias to the layer above
li1,-,-,-,284
met4,19,0.014,0.00692,0
met5,0,0,0,-
met1,635,0.46,0.0613,239
met2,573,0.42,0.0709,13
met3,143,0.10,0.0245,2
No activity file was given, so power comes from the tool's default toggle rates.
